**flow/run.sh**
```bash
#!/bin/bash
# OpenROAD 26Q1-2900-gdf79404cd8, Yosys 0.63+post, stock flow scripts
make -C /OpenROAD-flow-scripts/flow DESIGN_CONFIG=/design/flow/config.mk WORK_HOME=/design/flow/orfs finish
```
**flow/config.mk**
```make
export PLATFORM = sky130hd
export DESIGN_NAME = lab4
export DESIGN_NICKNAME = lab4
export VERILOG_FILES = /design/flow/design.v
export SDC_FILE = /design/flow/constraint.sdc
export NUM_CORES = 4
export LEC_CHECK = 1
export CORE_UTILIZATION = 40
```
**flow/constraint.sdc**
```tcl
current_design lab4

set clk_period 4.7
set clk_io_pct 0.2

create_clock -name clk0 -period $clk_period [get_ports {clk}]

set non_clock_inputs [all_inputs -no_clocks]
set_input_delay [expr $clk_period * $clk_io_pct] -clock clk0 $non_clock_inputs
set_output_delay [expr $clk_period * $clk_io_pct] -clock clk0 [all_outputs]
```
**flow/design.v**
```verilog
`timescale 1ns / 1ps
module lab4(
  input  clk,
  input  reset_n,
  input  [3:0] usr_btn,
  output [3:0] usr_led,
  input  uart_rx,
  output uart_tx
);
localparam [1:0] S_MAIN_INIT = 0, S_MAIN_PROMPT = 1,
                 S_MAIN_WAIT_KEY = 2, S_MAIN_HELLO = 3;
localparam [1:0] S_UART_IDLE = 0, S_UART_WAIT = 1,
                 S_UART_SEND = 2, S_UART_INCR = 3;
wire print_enable, print_done;
reg [4:0] send_counter;
reg [1:0] P, P_next;
reg [1:0] Q, Q_next;
reg [23:0] init_counter;
wire transmit;
wire received;
wire [7:0] rx_byte;
reg  [7:0] rx_temp;
wire [7:0] tx_byte;
wire is_receiving;
wire is_transmitting;
wire recv_error;
uart uart(
  .clk(clk),
  .rst(~reset_n),
  .rx(uart_rx),
  .tx(uart_tx),
  .transmit(transmit),
  .tx_byte(tx_byte),
  .received(received),
  .rx_byte(rx_byte),
  .is_receiving(is_receiving),
  .is_transmitting(is_transmitting),
  .recv_error(recv_error)
);
localparam MEM_SIZE = 32;
localparam PROMPT_STR = 0;
localparam HELLO_STR = 16;
reg [7:0] data[0:MEM_SIZE-1];
initial begin
  { data[ 0], data[ 1], data[ 2], data[ 3], data[ 4], data[ 5], data[ 6], data[ 7],
    data[ 8], data[ 9], data[10], data[11], data[12], data[13], data[14], data[15] }
  <= { 8'h0D, 8'h0A, "Press Enter: ", 8'h00 };
  { data[16], data[17], data[18], data[19], data[20], data[21], data[22], data[23],
    data[24], data[25], data[26], data[27], data[28], data[29], data[30], data[31] }
  <= { "Hello, World!", 8'h0D, 8'h0A, 8'h00 };
end
assign usr_led = usr_btn;
assign enter_pressed = (rx_temp == 8'h0D);
assign tx_byte = data[send_counter];
always @(posedge clk) begin
  if (~reset_n) P <= S_MAIN_INIT;
  else P <= P_next;
end
always @(*) begin  
  case (P)
    S_MAIN_INIT:  
	   if (init_counter < 1000) P_next = S_MAIN_INIT;
		else P_next = S_MAIN_PROMPT;
    S_MAIN_PROMPT:  
      if (print_done) P_next = S_MAIN_WAIT_KEY;
      else P_next = S_MAIN_PROMPT;
    S_MAIN_WAIT_KEY:  
      if (enter_pressed) P_next = S_MAIN_HELLO;
      else P_next = S_MAIN_WAIT_KEY;
    S_MAIN_HELLO:  
      if (print_done) P_next = S_MAIN_INIT;
      else P_next = S_MAIN_HELLO;
  endcase
end
assign print_enable = (P != S_MAIN_PROMPT && P_next == S_MAIN_PROMPT) ||
                  (P == S_MAIN_WAIT_KEY && P_next == S_MAIN_HELLO);
assign print_done = (tx_byte == 8'h0);
always @(posedge clk) begin
  if (P == S_MAIN_INIT) init_counter <= init_counter + 1;
  else init_counter <= 0;
end
always @(posedge clk) begin
  if (~reset_n) Q <= S_UART_IDLE;
  else Q <= Q_next;
end
always @(*) begin  
  case (Q)
    S_UART_IDLE:  
      if (print_enable) Q_next = S_UART_WAIT;
      else Q_next = S_UART_IDLE;
    S_UART_WAIT:  
      if (is_transmitting == 1) Q_next = S_UART_SEND;
      else Q_next = S_UART_WAIT;
    S_UART_SEND:  
      if (is_transmitting == 0) Q_next = S_UART_INCR;  
      else Q_next = S_UART_SEND;
    S_UART_INCR:
      if (tx_byte == 8'h0) Q_next = S_UART_IDLE;  
      else Q_next = S_UART_WAIT;
  endcase
end
assign transmit = (Q_next == S_UART_WAIT || print_enable);
assign tx_byte = data[send_counter];
always @(posedge clk) begin
  case (P_next)
    S_MAIN_INIT: send_counter <= PROMPT_STR;
    S_MAIN_WAIT_KEY: send_counter <= HELLO_STR;
    default: send_counter <= send_counter + (Q_next == S_UART_INCR);
  endcase
end
always @(posedge clk) begin
  rx_temp <= (received)? rx_byte : 8'h0;
end
endmodule
`timescale 1ns / 1ps
module uart(
    input clk,  
    input rst,  
    input rx,  
    output tx,  
    input transmit,  
    input [7:0] tx_byte,  
    output received,  
    output [7:0] rx_byte,  
    output is_receiving,  
    output is_transmitting,  
    output recv_error  
    );
parameter CLOCK_DIVIDE = 651;  
parameter RX_IDLE = 0;
parameter RX_CHECK_START = 1;
parameter RX_READ_BITS = 2;
parameter RX_CHECK_STOP = 3;
parameter RX_DELAY_RESTART = 4;
parameter RX_ERROR = 5;
parameter RX_RECEIVED = 6;
parameter TX_IDLE = 0;
parameter TX_SENDING = 1;
parameter TX_DELAY_RESTART = 2;
reg [10:0] rx_clk_divider = CLOCK_DIVIDE;
reg [10:0] tx_clk_divider = CLOCK_DIVIDE;
reg [2:0] recv_state = RX_IDLE;
reg [5:0] rx_countdown;
reg [3:0] rx_bits_remaining;
reg [7:0] rx_data;
reg tx_out = 1;
reg [1:0] tx_state = TX_IDLE;
reg [5:0] tx_countdown;
reg [3:0] tx_bits_remaining;
reg [7:0] tx_data;
assign received = (recv_state == RX_RECEIVED);
assign recv_error = (recv_state == RX_ERROR);
assign is_receiving = (recv_state != RX_IDLE);
assign rx_byte = rx_data;
assign tx = tx_out;
assign is_transmitting = tx_state != TX_IDLE;
always @(posedge clk) begin
  if (rst) begin
    recv_state = RX_IDLE;
    tx_state = TX_IDLE;
  end
  rx_clk_divider = rx_clk_divider - 1;
  if (!rx_clk_divider) begin
    rx_clk_divider = CLOCK_DIVIDE;
    rx_countdown = rx_countdown - 1;
  end
  tx_clk_divider = tx_clk_divider - 1;
  if (!tx_clk_divider) begin
    tx_clk_divider = CLOCK_DIVIDE;
    tx_countdown = tx_countdown - 1;
  end
  case (recv_state)
    RX_IDLE: begin
      if (!rx) begin
        rx_clk_divider = CLOCK_DIVIDE;
        rx_countdown = 8;
        recv_state = RX_CHECK_START;
      end
    end
    RX_CHECK_START: begin
      if (!rx_countdown) begin
        if (!rx) begin
          rx_countdown = 16;
          rx_bits_remaining = 8;
          recv_state = RX_READ_BITS;
        end else begin
          recv_state = RX_ERROR;
        end
      end
    end
    RX_READ_BITS: begin
      if (!rx_countdown) begin
        rx_data = {rx, rx_data[7:1]};
        rx_countdown = 16;
        rx_bits_remaining = rx_bits_remaining - 1;
        recv_state = rx_bits_remaining ? RX_READ_BITS : RX_CHECK_STOP;
      end
    end
    RX_CHECK_STOP: begin
      if (!rx_countdown) begin
        recv_state = rx ? RX_RECEIVED : RX_ERROR;
      end
    end
    RX_DELAY_RESTART: begin
      recv_state = rx_countdown ? RX_DELAY_RESTART : RX_IDLE;
    end
    RX_ERROR: begin
      rx_countdown = 32;
      recv_state = RX_DELAY_RESTART;
    end
    RX_RECEIVED: begin
      recv_state = RX_IDLE;
    end
    default: recv_state = RX_IDLE;
  endcase
  case (tx_state)
    TX_IDLE: begin
      if (transmit) begin
        tx_data = tx_byte;
        tx_clk_divider = CLOCK_DIVIDE;
        tx_countdown = 16;
        tx_out = 0;
        tx_bits_remaining = 8;
        tx_state = TX_SENDING;
      end
    end
    TX_SENDING: begin
      if (!tx_countdown) begin
        if (tx_bits_remaining) begin
          tx_bits_remaining = tx_bits_remaining - 1;
          tx_out = tx_data[0];
          tx_data = {1'b0, tx_data[7:1]};
          tx_countdown = 16;
          tx_state = TX_SENDING;
        end else begin
          tx_out = 1;
          tx_countdown = 32;
          tx_state = TX_DELAY_RESTART;
        end
      end
    end
    TX_DELAY_RESTART: begin
      tx_state = tx_countdown ? TX_DELAY_RESTART : TX_IDLE;
    end
    default: tx_state = TX_IDLE;
  endcase
end
endmodule
```
==> Slide: Implementation Results <==
Synthesis and Place & Route Summary

Setup path
  – CP max-delay cell: sky130_fd_sc_hd__xor2_1
  – Kind of end point of the critical path: flip-flop
  – Capture instance of the worst register-to-register path: tx_byte[5]
  – Count of cell instances traversed by the critical path: 11
  – Worst R2R Start: tx_byte[0]
  – R2R depth: 11
  – Startpoint kind of the worst setup timing path: flip-flop
  – Most prevalent standard cell on the critical path: sky130_fd_sc_hd__ha_1
  – Reg2reg setup slack: 1.55 ns
  – Cell-by-cell trace of the critical path: nor3_1 -> nand2_1 -> a21oi_1 -> nor2_1 -> ha_1 -> ha_1 -> nand3_1 -> xor2_1 -> o21ai_0 -> a211oi_1 -> nor4_1
  – Required time at the endpoint of the critical path: 4.97 ns
  – Crit path from: tx_byte[0]
  – Worst setup endpoint: tx_byte[5]
  – Crit path buffers/inverters: 0
  – Worst Path Max Fanout: 9
  – Kind of critical path: reg -> reg
  – Data arrival time of the critical path: 3.41 ns
  – CP delay by family, top: AND-OR/OR-AND gates
  – Biggest cell delay along the critical path: 0.57 ns

Final timing
  – Actual transition at the worst max-transition pin: ~0.84 ns
  – Max-slew violation count: 0
  – # setup viols final: 0
  – Achievable Freq: 318 MHz
  – Final Hold Violation Tally: 0
  – Setup repair after global routing missed its margin: false
  – Portion of the clock cycle consumed by the worst path in the final layout: 0.669
  – Final sum of negative setup slack: 0 ns
  – Post-layout minimum cycle time: 3.15 ns
  – Max-Slew Margin vs Limit: 0.439
  – Clock skew after layout: 0.00837 ns

Synth
  – Count of warnings emitted by yosys: 11
  – Share of the synthesized area in the top cell type: 0.310
  – Area of the mapped netlist: slightly below 6000 um2
  – Synth top area cells: sky130_fd_sc_hd__dfxtp_1, sky130_fd_sc_hd__edfxtp_1, sky130_fd_sc_hd__xnor2_1, sky130_fd_sc_hd__nor2_1, sky130_fd_sc_hd__ha_1
  – Part of the Yosys area used for sequential elements: 0.433
  – Main synth FF type: sky130_fd_sc_hd__dfxtp_1
  – Count of library flops with an enable pin: 24
  – Largest area contributor in the netlist: sky130_fd_sc_hd__dfxtp_1
  – Post-synthesis cell count: 660
  – Yosys chip area: around 6000 um2
  – Average instance area after synthesis: 8.90 um2
  – Number of distinct library cell variants in the gate-level netlist after synthesis: 69
  – FF+latch count, synth: 115
  – Ys cells: ~660
  – Async set-or-reset flop fraction in the synthesized netlist: 0

Route
  – Routed wire length on met2: 4.65 mm
  – Final routed wire length divided by cell count: 12.6 um
  – Post-DRT Antenna Nets: 0
  – Length of routed wiring on met1: 5.53 mm
  – Met3 WL post-DR: 437 um
  – Drt pass-1 iters: 5
  – Max Used Layer: met4
  – Post-route DRC violation count: 0
  – Post-DR vias/cell: 5.24
  – Total Routed Length: roughly 11 mm
  – Antenna diodes: 0
  – Starting DRC count in detailed routing: 238
  – Total vias in the final route: 4,489

Placement
  – HPWL after DPL: 7.50 mm
  – Routability congestion estimate: 0.852
  – Buffers on Ports: 3

Power
  – Static Leakage: 0.00253 uW
  – Power per unit of standard cell area: 424 nW/um2
  – Final total power: 2790 uW
  – Worst vdd ir: between 0.0002 and 0.0003 V

Final layout
  – Final core utilization: 0.466
  – Syn-to-layout area delta: 11.9%
  – Fraction of final layout cells sized beyond drive strength 1: 0.0636

GRT
  – GRT Residual Overflow: 0
  – Pin count of the biggest net entering global routing: 28
  – Initial antenna violation count: 0
  – Vias in the first global route: just over 4,000
  – Global Route Usage Sum: 0.159
  – Global-route wire length before repair: 19.1 mm

Clock network
  – CTS root buf: sky130_fd_sc_hd__clkbuf_16
  – CTS tree: built
  – PostCTS Resize Cnt: 0
  – Maximum number of buffers from clock root to sink: 2
  – Buffer count from post-CTS setup fixing: 0
  – H-tree depth: 4
  – Clk ins delay skew pair: ~0.4 ns
  – Number of buffers created by CTS: 17
  – Hold buffers post-CTS: 0
  – Clock transition at the register clock pins on the worst setup and hold paths after CTS: about 0.050 ns
  – Number of sinks handled by clock tree synthesis: roughly 120

Die
  – Floorplan core area: 14,100 um2
  – Core Util at FP: 0.417
  – Die boundary height: 123 um
  – Std-Cell Rows: 43
  – I/O Pins: 12
  – Overall chip area: 15,200 um2
  – Die x size: 123 um

Job
  – Number of warnings in the stage logs: 34
  – Number of maximum-capacitance constraint violations: 0

Outcome
  – Result of the run: finished clean

Hold path
  – Hold crit path type: reg -> reg
## through the flow
stage | hold slack [ns] | cell area, um2 | cells | setup WS (ns)
floorplan | 0.411 | 5870 | 660 | 1.35
global placement | 0.427 | 6050 | 824 | 1.33
detailed placement | 0.423 | 6050 | 824 | 1.25
CTS | 0.435 | 6580 | 856 | 1.59
global route | 0.444 | 6580 | 856 | 1.27
finish | 0.436 | 6580 | 856 | 1.55
## cell families (layout without fill, tap and decap cells)
| group | after synthesis | count (layout) | synth area share |
|---|---|---|---|
| simple gates | 304 | 304 | 0.264 |
| fa+ha+maj | 20 | 20 | 0.0426 |
| buf+inv | 51 | 67 | 0.0366 |
| flops | 115 | 115 | 0.433 |
| compound gates | 107 | 107 | 0.127 |
| mux | 3 | 3 | 0.00575 |
| xor+xnor | 60 | 60 | 0.0907 |
## worst min-delay path by stage
stage | start | to | slack (ns) | cells past startpoint
CTS | uart.rx_data[1] | uart.rx_data[0] | 0.44 | 0
global route | uart.rx_data[1] | uart.rx_data[0] | 0.44 | 0
finish | uart.rx_data[1] | uart.rx_data[0] | 0.44 | 0
## synthesized netlist by cell type (3+ instances only)
library cell and n:
sky130_fd_sc_hd__dfxtp_1 91, sky130_fd_sc_hd__nor2_1 83, sky130_fd_sc_hd__nand2_1 57, sky130_fd_sc_hd__xnor2_1 41, sky130_fd_sc_hd__and2_1 34, sky130_fd_sc_hd__inv_1 29
sky130_fd_sc_hd__nand3_1 26, sky130_fd_sc_hd__edfxtp_1 24, sky130_fd_sc_hd__nor3_1 22, sky130_fd_sc_hd__o21ai_0 21, sky130_fd_sc_hd__ha_1 20, sky130_fd_sc_hd__a21oi_1 18
sky130_fd_sc_hd__xor2_1 18, sky130_fd_sc_hd__nor4_1 14, sky130_fd_sc_hd__clkbuf_1 13, sky130_fd_sc_hd__nand4_1 11, sky130_fd_sc_hd__or3_1 9, sky130_fd_sc_hd__nor2b_1 7
sky130_fd_sc_hd__a31oi_1 6, sky130_fd_sc_hd__and3_1 6, sky130_fd_sc_hd__o22ai_1 6, sky130_fd_sc_hd__buf_4 5, sky130_fd_sc_hd__nand2b_1 5, sky130_fd_sc_hd__nand3b_1 5
sky130_fd_sc_hd__nor3b_1 5, sky130_fd_sc_hd__o21a_1 5, sky130_fd_sc_hd__a211oi_1 4, sky130_fd_sc_hd__o21ai_1 4, sky130_fd_sc_hd__or4_1 4, sky130_fd_sc_hd__a21boi_0 3
sky130_fd_sc_hd__a21o_1 3, sky130_fd_sc_hd__a22oi_1 3, sky130_fd_sc_hd__and3b_1 3, sky130_fd_sc_hd__buf_2 3, sky130_fd_sc_hd__o211ai_1 3, sky130_fd_sc_hd__o31ai_1 3
## layout by cell type, fill, tap and decap left out, types with 3 or more instances in the layout
master                            synthesis  routed
sky130_fd_sc_hd__o21ai_0                 21      21
sky130_fd_sc_hd__and3b_1                  3       3
sky130_fd_sc_hd__o21ai_1                  4       4
sky130_fd_sc_hd__ha_1                    20      20
sky130_fd_sc_hd__nand2_1                 57      57
sky130_fd_sc_hd__inv_1                   29      29
sky130_fd_sc_hd__o211ai_1                 3       3
sky130_fd_sc_hd__xnor2_1                 41      41
sky130_fd_sc_hd__nor4_1                  14      14
sky130_fd_sc_hd__clkbuf_8                 0       4
sky130_fd_sc_hd__a211oi_1                 4       4
sky130_fd_sc_hd__buf_4                    5       3
sky130_fd_sc_hd__nor2b_1                  7       7
sky130_fd_sc_hd__a21boi_0                 3       3
sky130_fd_sc_hd__a21o_1                   3       3
sky130_fd_sc_hd__o22ai_1                  6       6
sky130_fd_sc_hd__nand3_1                 26      26
sky130_fd_sc_hd__and3_1                   6       6
sky130_fd_sc_hd__o21a_1                   5       5
sky130_fd_sc_hd__and2_1                  34      34
sky130_fd_sc_hd__edfxtp_1                24      24
sky130_fd_sc_hd__nand2b_1                 5       5
sky130_fd_sc_hd__a31oi_1                  6       6
sky130_fd_sc_hd__o31ai_1                  3       3
sky130_fd_sc_hd__clkdlybuf4s50_1          0       3
sky130_fd_sc_hd__clkbuf_16                0      17
sky130_fd_sc_hd__xor2_1                  18      18
sky130_fd_sc_hd__nand3b_1                 5       5
sky130_fd_sc_hd__nand4_1                 11      11
sky130_fd_sc_hd__nor3_1                  22      22
sky130_fd_sc_hd__nor3b_1                  5       5
sky130_fd_sc_hd__a22oi_1                  3       3
sky130_fd_sc_hd__dfxtp_1                 91      91
sky130_fd_sc_hd__clkinv_2                 0       6
sky130_fd_sc_hd__clkbuf_1                13       5
sky130_fd_sc_hd__or3_1                    9       9
sky130_fd_sc_hd__or4_1                    4       4
sky130_fd_sc_hd__a21oi_1                 18      18
sky130_fd_sc_hd__nor2_1                  83      83
## power breakdown
part           internal, uW  switching (uW)
logic                   185             221
clock network           722             406
registers              1130             122
total                  2040             749
## area by class of cell
class | instances | area, um2
fillers | 1319 | 7520
multi-input cells | 494 | 3120
clock buffers | 26 | 499
clock inverters | 6 | 30.0
well taps | 180 | 225
inverters | 29 | 109
repair buffers | 6 | 52.6
flip-flops and latches | 115 | 2540
## registers in the layout (all words and copies together), names as in the netlist
signal	count
uart.recv_state	3
send_counter	5
uart.rx_bits_remaining	4
uart.tx_out	1
init_counter	24
uart.rx_clk_divider	11
uart.rx_countdown	6
uart.tx_state	2
uart.tx_data	7
tx_byte	7
rx_temp	8
Q	4
uart.rx_data	8
P	4
uart.tx_bits_remaining	4
uart.tx_clk_divider	11
uart.tx_countdown	6
## routing by layer
metal	vias to the layer above	track usage
met2	78	0.241
met5	-	0
met4	0	0.0279
met3	14	0.0353
met1	2061	0.244
li1	2336	-
Power and IR drop assume default switching activity.
